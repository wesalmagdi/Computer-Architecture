--- flow/run.sh ---
#!/bin/bash
# OpenROAD 26Q1-2900-gdf79404cd8, Yosys 0.63+post, stock flow scripts
make -C /OpenROAD-flow-scripts/flow DESIGN_CONFIG=/design/flow/config.mk WORK_HOME=/design/flow/orfs finish
--- flow/config.mk ---
export PLATFORM = sky130hd
export DESIGN_NAME = MEM_WB
export DESIGN_NICKNAME = MEM_WB
export VERILOG_FILES = /design/flow/design.v
export SDC_FILE = /design/flow/constraint.sdc
export NUM_CORES = 4
export LEC_CHECK = 1
export CORE_UTILIZATION = 30
--- flow/constraint.sdc ---
current_design MEM_WB

set clk_period 1.0
set clk_io_pct 0.2

create_clock -name clk0 -period $clk_period [get_ports {clk}]

set non_clock_inputs [all_inputs -no_clocks]
set_input_delay [expr $clk_period * $clk_io_pct] -clock clk0 $non_clock_inputs
set_output_delay [expr $clk_period * $clk_io_pct] -clock clk0 [all_outputs]
--- flow/design.v ---
module MEM_WB (
  input wire clk, rst,
  input wire [1:0] WB_in,
  input wire [63:0] MEM_ReadData, MEM_ALURes,
  output reg [1:0] WB_out,
  output reg [63:0] WB_ReadData, WB_ALURes_out
);
  always @(posedge clk) begin
    if (rst) begin
      WB_out <= 2'b0;
      WB_ReadData <= 64'b0;
      WB_ALURes_out <= 64'b0;
    end else begin
      WB_out <= WB_in;
      WB_ReadData <= MEM_ReadData;
      WB_ALURes_out <= MEM_ALURes;
    end
   end
endmodule
==> results.txt <==
Implementation summary

The final route contains 2716 vias. The category of the worst setup path launch point is a flip-flop. The share of synthesized cell area in and-or and or-and compound cells is 0%. The post-synthesis cell area is 3488 µm². Averaged over all synthesized cells, the footprint is 12.73 µm². The number of distinct library cell variants in the gate-level netlist after synthesis is 4.

The critical path buffer and inverter count is 1. The count of input and output buffers is 261. The dominant synthesized flop cell is dfxtp_1. The transition time recorded at the tightest slew-check pin is 0.2436 ns. The tally of OpenROAD warnings is 27. Of the post-synthesis cell area, the dominant cell type holds 74.61%.

After layout, the minimum clock period comes to 1.023 ns. The pin count of the biggest net entering global routing is 58. The largest vdd supply drop is 1.326 mV. The critical path goes through buf_2.

The via count of the first global-routing pass was 2524. The chip width is 109.8 µm. The run finished, with violations left. By count the netlist is led by dfxtp_1, nor2b_1, buf_2. The floorplan has 39 rows. For the worst setup path, the data required time is 0.80 ns. The area added between synthesis and finish is 77.55%. The biggest cell delay along the critical path is 0.31 ns.

The biggest combinational cell group after synthesis is simple AND/OR/NAND/NOR gates. The floorplan step defined a die boundary enclosing 12060 µm². Dividing the final minimum period by the clock period gives 102.3%. The multiplexer share of the synthesized area is 0%. The area inside the core boundary is 11370 µm². Across all setup checks in the final design, the least slack found is -0.02293 ns. Pins over their slew limit in the final report were tallied at 0.

The number of cells in the design after placement is 667. The critical path maximum fanout is 1. The data arrival time at the worst-slack endpoint is 0.82 ns. The script logs the mean routed wire length per placed instance as 13.29 µm. The final non-filler cell total is 697. The report lists the power per cell area as 1987 nW/µm². The area fraction in xor and xnor cells is 0%. The number of buffers inserted during clock tree synthesis is 17. The timing report attributes the biggest portion of critical-path delay to flip-flops. The fraction of the yosys area taken by sequential cells is 74.61%. The number of antenna diodes in the final layout is 0. Measured along the y axis, the die boundary spans 109.8 µm. Dividing the detail-routed via count by the number of cells gives 3.897. The TritonCTS sink count is 130. Global routing finished with a remaining overflow of 0. The simple logic cell fraction of the synthesized area is 23.31%.

The class of the tightest hold or removal check is in2reg. Wires add up to 9.263 mm. The sum of internal, switching and leakage power is 12.31 mW. The final reports fail on negative setup slack. For this run, the total global-route usage over all layers was measured as 14.61%. The first detailed-routing pass ran for 4 iterations. Summing the areas of all fa, ha and maj instances in the mapped netlist gives 0% of the synthesized area. The first global-routing pass estimated 12.79 mm of wire.

The critical path endpoint category is an output pin. The routed layout reports a DRC error count of 0. The final number of setup-violating endpoints is 51. Counting flops with an async set or reset pin after synthesis yields a share of 0%. The number of synthesized register bits is 130. The kind of critical path is reg2out. Endpoints failing hold in the final report were tallied at 0. The cell type that accounts for the most area after synthesis is dfxtp_1. The power report puts the leakage power at 2.814 nW. The detailed router finished its first iteration with 100 violations.

The number of standard cells after synthesis is 274. The layout summary lists the proportion of cells stronger than drive strength 1 as 31.23%. The fraction of the core area occupied by cells at floorplan is 30.68%. The area recorded from the Yosys report for this design is 3488 µm². By area the synthesized netlist is led by dfxtp_1, nor2b_1, buf_2. Timing would allow up to 977.6 MHz. The clock passes through at most 2 buffers. The yosys cell count is 274. The number of antenna violations at the first check in global routing is 0. Nets still carrying antenna violations after routing amount to 0. The H-tree depth reported by CTS is 4. Setup repair after global routing could not meet its margin everywhere. For this design the top-level I/O count stands at 262.

TritonCTS built the clock tree. Counting flops with a built-in enable in the synthesized netlist gives 0. The final weighted congestion recorded by global placement is 0.7431.

The number of hold buffers added after CTS was 0. The synthesis report lists the Yosys warning total as 1. The worst pin sits at a relative slew slack of 83.76%. The number of max-cap violations is 0. The cell sitting at the root of the clock tree is a clkbuf_16.

The half-perimeter wire length after detailed placement is 6.813 mm. Per the STA report, the cell with the highest stage delay on the worst path is dfxtp_2. Looking at the worst setup and hold paths, the clock pins of their registers show a slew of 0.05 ns.
-- where the power goes --
part           total (mW)  switching (mW)  internal (mW)
Clock                5.78            2.02           3.76
Combinational       0.999           0.240          0.759
Sequential           5.52          0.0547           5.47
Total                12.3            2.31           9.99
-- kinds of logic after synthesis --
group,after synthesis
buf+inv,14
simple gates,130
flops,130
-- layer usage --
layer / wire (µm) / share of wire [%] / track usage [%] / vias up
met4: 257 / 2.8 / 4.000 / 0
met1: 3406 / 37 / 16.99 / 1178
li1: - / - / - / 1361
met5: 0 / 0 / 0 / -
met2: 4328 / 47 / 23.93 / 160
met3: 1270 / 14 / 7.311 / 17
-- placed cells by master, fill, tap and decap left out, drive strengths merged --
master	n
clkdlybuf4s50	130
nor2b	130
clkbuf	25
clkinv	4
dfxtp	130
bufinv	1
buf	134
-- cell type report --
| type | count | area, µm² |
|---|---|---|
| well taps | 143 | 178.9 |
| clock buffers | 25 | 515.5 |
| flip-flops and latches | 130 | 2616 |
| clock inverters | 5 | 50.05 |
| multi-input cells | 130 | 813.3 |
| fillers | 1022 | 5176 |
| repair buffers | 264 | 2019 |
-- flip-flops by register name, summed over array words and instances (netlist names) --
name / flops
WB_out: 2
WB_ReadData: 64
WB_ALURes_out: 64
-- final timing paths --
kind                         startpoint           endpoint  slack [ns]  cells after the start
worst max-delay path  WB_ALURes_out[41]  WB_ALURes_out[41]       -0.02                      1
worst min-delay path                rst  WB_ALURes_out[45]        0.07                      2
-- per-stage QoR --
stage	utilization (%)	worst slack (ns)	cell area, µm²	TNS (ns)	hold slack, ns
4_1_cts	54.28	-0.04944	6171	-3.197	0.05222
3_5_place_dp	54.99	-0.008562	6252	-0.008562	0.4896
3_3_place_gp	54.99	0.001078	6252	0	0.4870
2_1_floorplan	-	0.3460	3488	0	0.3282
6_report	54.47	-0.02293	6193	-0.3177	0.06762
5_1_grt	54.47	-0.05928	6193	-5.041	0.06083
-- what timing repair did --
action / 4_1_cts / 5_1_grt
gates resized: 406 / 10
endpoints found under the setup margin: 130 / 130
buffers inserted: 0 / 0
Power figures rest on the tool's default switching activity, not on a simulated workload.
