<file path="./run.sh">
#!/bin/bash
# OpenROAD 26Q1-2900-gdf79404cd8, Yosys 0.63+post, stock flow scripts
make -C /OpenROAD-flow-scripts/flow DESIGN_CONFIG=/design/flow/config.mk WORK_HOME=/design/flow/orfs finish
</file>
<file path="./config.mk">
export PLATFORM = sky130hd
export DESIGN_NAME = ID_EX
export DESIGN_NICKNAME = ID_EX
export VERILOG_FILES = /design/flow/design.v
export SDC_FILE = /design/flow/constraint.sdc
export NUM_CORES = 4
export LEC_CHECK = 1
export CORE_AREA = 10 10 214 214
export DIE_AREA = 0 0 224 224
</file>
<file path="./constraint.sdc">
current_design ID_EX

set clk_period 1.0
set clk_io_pct 0.2

create_clock -name clk0 -period $clk_period [get_ports {clk}]

set non_clock_inputs [all_inputs -no_clocks]
set_input_delay [expr $clk_period * $clk_io_pct] -clock clk0 $non_clock_inputs
set_output_delay [expr $clk_period * $clk_io_pct] -clock clk0 [all_outputs]
</file>
<file path="./design.v">
module ID_EX (
    input wire clk, rst,
    input wire [1:0] WB_in, M_in, EX_in,
    input wire [63:0] ID_PC, ID_ReadData1, ID_ReadData2, ID_Imm,
    output reg [1:0] WB_out, M_out, EX_out,
    output reg [63:0] EX_PC, EX_ReadData1, EX_ReadData2, EX_Imm
);
    always @(posedge clk) begin
      if (rst) begin
        M_out <= 6'b0;
        EX_out <= 6'b0;
        WB_out <= 6'b0;
        EX_PC <= 64'b0;
        EX_ReadData1 <= 64'b0;
        EX_ReadData2 <= 64'b0;
        EX_Imm <= 64'b0;
      end else begin
        WB_out <= WB_in;
        M_out  <= M_in;
        EX_out <= EX_in;
        EX_PC <= ID_PC;
        EX_ReadData1 <= ID_ReadData1;
        EX_ReadData2 <= ID_ReadData2;
        EX_Imm <= ID_Imm;
      end
    end
endmodule
</file>
==> results_dict.tcl <==
# implementation run metrics
set metrics [dict create \
    outcome "finished, violations left" \
    violations "setup timing" \
    cts.sinks 262 \
    ir_drop_uv 1579 \
    die_w_um 224 \
    rows 74 \
    avgSynthCellArea_sq_um 12.69 \
    path_cells "buf_2" \
    fillerInstances 4144 \
    root_buffer "clkbuf_16" \
    dr_total_vias 5583 \
    postCtsSetupRepairBufs 0 \
    tool_warnings 27 \
    pwr-share-comb 0.091 \
    fin_crit_ps 1244 \
    hold_violations 0 \
    met1_usage 0.1214 \
    htreeDepth 1 \
    dp_hpwl_mm 23.12 \
    min_path_type "in2reg" \
    ff_type "dfxtp_1" \
    sequentialPowerShare 0.447 \
    grt_first_pass_wirelength_mm 40.03 \
    drt_iter0_markers 170 \
    cts_tree "done" \
    firstDrtPassIters 4 \
    placed_cells 1609 \
    top_cell_area_share 0.7472 \
    timing.final.ws_setup_ps -244.2 \
    hold_depth 3 \
    min_period_over_period 1.244 \
    wl_per_cell_um 17.03 \
    ys.flops 262 \
    fin_util 0.3180 \
    p_int_mw 19.88 \
    cap_violations 0 \
    cp_slowest_cell "dfxtp_4" \
    endpoint_kind "output pin" \
    die_y_um 224 \
    async_flop_share 0 \
    antenna_left 0 \
    hold_buffers 0 \
    fmax_mhz 803.8 \
    path_class "reg2out" \
    switching_power_mw 5.052 \
    worst_pin_slew_ps 259.4 \
    grt_pass1_vias 5852 \
    cts_buffers 30 \
    synth_chip_area_sq_um 7019 \
    clkSlewWorstSetupHoldPaths_ps 60 \
    topCellsByArea "dfxtp_1 75%, nor2b_1 23%, buf_2 1.5%" \
    finalPower_mw 24.93 \
    synthCells 553 \
    rsz0062_at_grt "yes" \
    p_sw_frac 0.2026 \
    port-buffer-count 525 \
    path_max_fanout 2 \
    grt-busiest-layer "met2" \
    use_met3 0.05139 \
    synthTopCellsByCount "262 x dfxtp_1, 262 x nor2b_1, 21 x buf_2, 8 x clkbuf_1" \
    crit_cells 1 \
    use_met2 0.1845 \
    crit_family "flip-flops" \
    core_sq_um 41020 \
    leakagePower_nw 5.765 \
    cp-startpoint "EX_Imm[49]" \
    crit_buf_inv 1 \
    syn-cell-area_sq_um 7019 \
    crit_path_start_kind "flip-flop" \
    slew_headroom 0.8267 \
    synth-edff-count 0 \
    drc 0 \
    worst_path_largest_cell_delay_ps 390 \
    drt-total-wl_mm 28.37 \
    regArea_sq_um 5320 \
    dieArea_sq_um 50180 \
    power_frac_clock 0.462 \
    synth.largest_area_cell "dfxtp_1" \
    maxSlewViolCount 0 \
    arrival_ps 1040 \
    initCoreUtil 0.1711 \
    pin_count 526 \
    yosysSeqAreaShare 0.7472 \
    finalSetupViolations 262 \
    grt-ovfl-total 0 \
    combGateArea_sq_um 1639 \
    synth_cell_types 4 \
    gp_congestion 0.8766 \
    crit_end "EX_Imm[49]" \
    instances_no_fill 1666 \
    critPathRequiredTime_ps 800 \
    power.density_nw_per_um2 1912 \
    area_delta_synth_final_pct 85.81 \
    grt_use_total 0.1076 \
    grt_max_degree 29 \
    drt-vias-per-instance 3.351 \
    yosys_warnings 1 \
    antenna_found_initial 3 \
    drive_above_1_share 0.3486 \
    ys_cells 553 \
    cts_max_path_buffers 3 \
]
==> power by group through the flow <==
stage         logic [mW]  registers, mW  clock network, mW
CTS                 2.31           11.2               11.9
global route        2.47           11.2               12.3
finish              2.26           11.2               11.5
==> routing by layer <==
| metal | vias to the layer above | part of all wire |
|---|---|---|
| li1 | 2779 | - |
| met1 | 2483 | 0.37 |
| met2 | 290 | 0.50 |
| met3 | 29 | 0.12 |
| met4 | 2 | 0.017 |
| met5 | - | 0.00025 |
==> tightest hold or removal path, cell delays in order <==
cell	delay [ps]
clkbuf_8	150
buf_12	160
nor2b_1	50
==> how the worst min path moves through the flow <==
stage     startpoint                to  slack [ps]
5_1_grt          rst  EX_ReadData2[63]          70
6_report         rst  EX_ReadData2[63]          80
4_1_cts          rst  EX_ReadData2[51]          60
==> cells in the final DEF, fill, tap and decap left out <==
| cell | netlist | layout |
|---|---|---|
| buf_4 | 0 | 20 |
| clkinv_2 | 0 | 4 |
| clkinvlp_4 | 0 | 2 |
| clkbuf_8 | 0 | 8 |
| inv_8 | 0 | 1 |
| dfxtp_1 | 262 | 208 |
| diode_2 | 0 | 1 |
| nor2b_1 | 262 | 262 |
| clkbuf_16 | 0 | 31 |
| dfxtp_2 | 0 | 51 |
| dfxtp_4 | 0 | 3 |
| clkdlybuf4s50_1 | 0 | 262 |
| buf_2 | 21 | 248 |
| clkbuf_1 | 8 | 6 |
| buf_12 | 0 | 8 |
| buf_6 | 0 | 14 |
| bufinv_16 | 0 | 4 |
| inv_6 | 0 | 1 |
==> cell families after synthesis <==
group / Yosys count / synth area share
flip-flops: 262 / 0.7472
AND/OR/NAND/NOR: 262 / 0.2335
buffers and inverters: 29 / 0.01925
==> sequential cells by signal (all words and copies together) (netlist names) <==
name	flops
EX_out	2
WB_out	2
EX_PC	64
EX_Imm	64
M_out	2
EX_ReadData2	64
EX_ReadData1	64
==> stage by stage <==
step	setup slack, ps	hold slack (ps)	cell area (sq um)	setup TNS [ps]
after floorplan	128.4	328.2	7019	0
after global placement	-274.4	644.3	13120	-1398
after detailed placement	-260.3	657.3	13120	-1300
after CTS	-308.0	59.28	12950	-50780
after global routing	-324.9	69.68	13040	-54150
final	-244.2	76.37	13040	-39750
==> cell type report <==
cell class	count	share of cell area
diodes	1	0.0001919
flip-flops and latches	262	0.4079
clock buffers	44	0.06859
well taps	532	0.05104
repair buffers	553	0.3332
multi-input cells	262	0.1257
clock inverters	12	0.01343
==> timing repair <==
item,4_1_cts,5_1_grt
pin swaps,0,0
hold endpoints to repair,0,0
setup endpoints to repair,262,262
resized,916,32
gates cloned,0,0
Power figures rest on the tool's default switching activity, not on a simulated workload.
