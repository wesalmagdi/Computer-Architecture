### flow/config.mk
export PLATFORM = sky130hd
export DESIGN_NAME = EX_MEM
export DESIGN_NICKNAME = EX_MEM
export VERILOG_FILES = /design/flow/design.v
export SDC_FILE = /design/flow/constraint.sdc
export NUM_CORES = 4
export LEC_CHECK = 1
export CORE_AREA = 10 10 208 208
export DIE_AREA = 0 0 218 218
### flow/constraint.sdc
current_design EX_MEM

set clk_period 1.0
set clk_io_pct 0.2

create_clock -name clk0 -period $clk_period [get_ports {clk}]

set non_clock_inputs [all_inputs -no_clocks]
set_input_delay [expr $clk_period * $clk_io_pct] -clock clk0 $non_clock_inputs
set_output_delay [expr $clk_period * $clk_io_pct] -clock clk0 [all_outputs]
### flow/design.v
module EX_MEM (
  input wire clk, rst,
  input wire [1:0] WB_in, M_in,
  input wire [63:0] EX_BranchTarget, EX_ALURes, EX_ReadData2,
  input wire EX_Zero,
  output reg [1:0] WB_out, M_out,
  output reg [63:0] MEM_BranchTarget, MEM_ALURes, MEM_ReadData2,
  output reg MEM_Zero
);
  always @(posedge clk) begin
    if (rst) begin
      WB_out <= 4'b0;
      M_out <= 4'b0;
      MEM_BranchTarget <= 64'b0;
      MEM_ALURes <= 64'b0;
      MEM_ReadData2 <= 64'b0; 
      MEM_Zero <= 1'b0;
    end else begin
      WB_out <= WB_in;
      M_out  <= M_in;
      MEM_BranchTarget <= EX_BranchTarget;
      MEM_ALURes <= EX_ALURes;
      MEM_ReadData2 <= EX_ReadData2;
      MEM_Zero <= EX_Zero;
    end
   end
endmodule
### flow/run.sh
#!/bin/bash
# OpenROAD 26Q1-2900-gdf79404cd8, Yosys 0.63+post, stock flow scripts
make -C /OpenROAD-flow-scripts/flow DESIGN_CONFIG=/design/flow/config.mk WORK_HOME=/design/flow/orfs finish
==> flow_metrics.tcl <==
# flow metrics
set metrics [dict create \
    status "finished with violations" \
    violations "setup timing" \
    grt_setup_unrepaired "true" \
    root_buffer "clkbuf_16" \
    antenna_found_initial 1 \
    min_path_type "in2reg" \
    synth.cell_area_sq_mm 0.005640 \
    vdd_drop_max_mv 1.149 \
    fin_crit_sh 1.117 \
    ys_cells 416 \
    grt_overflow 0 \
    max_stage_delay_ps 360 \
    clock_sinks 197 \
    cts_tree "yes" \
    ys_seq_frac 0.6992 \
    syn_inst 416 \
    finalMaxSlewViolations 0 \
    top_area_cell "dfxtp_1" \
    adder_share 0 \
    relSlewSlack 0.8321 \
    grtUsageTotal 0.07927 \
    rows 72 \
    ioPinCount 396 \
    hold_ws_ps 112.4 \
    ys_types 6 \
    arrival_ps 920 \
    power_density_mw_per_mm2 1682 \
    grt_pass1_vias 4377 \
    vias 4215 \
    clockBufferDepth 2 \
    p_leak_nw 4.271 \
    topCellsByArea "dfxtp_1 (70%), nor2b_2 (16%), nor2b_1 (11%)" \
    grt_pass1_wl_microns 28110 \
    setup_viol 197 \
    ys_sh_mux 0 \
    lay_top_count "clkdlybuf4s50_1" \
    final_cells 1355 \
    cts_hold_buffers 0 \
    numCtsBuffers 17 \
    io_buffer_count 395 \
    post-place-ws_ps -127.3 \
    postRouteAntennaNets 0 \
    synth.top_cell.area_share 0.6992 \
    cts_setup_buffers 0 \
    slowest_stage "dfxtp_4" \
    ys_ff 197 \
    drive_above_1_share 0.4593 \
    clkTransAtPathRegs_ps 70 \
    die_h_microns 218 \
    wl_per_cell_microns 14.72 \
    drtIter0Drc 131 \
    finalSetupTns_ps -10690 \
    most-common-layout-cells "clkdlybuf4s50_1 (197), buf_2 (182), dfxtp_1 (157)" \
    core_area_sq_mm 0.03874 \
    avgViaCountPerCell 3.111 \
    syn_to_final_growth_pct 75.64 \
    dieArea_sq_mm 0.04752 \
    drc_errors 0 \
    warnings 27 \
    dpl_cell_area_sq_mm 0.01018 \
    cp_max_fo 1 \
    aoi_share 0 \
    synth_area_per_cell_sq_um 13.56 \
    synth-simple-area-share 0.2629 \
    dp_cells 1322 \
    synth_chip_area_sq_mm 0.005640 \
    worst_slew_pin_slew_ps 251.9 \
    crit_path_start_kind "flip-flop" \
    crit_type "reg2out" \
    cp_num_buf_inv 1 \
    ctsResizeCount 680 \
    cap_violations 0 \
    core_util_floorplan 0.1456 \
    drt_wl_total_microns 19950 \
    finalInstanceArea_sq_mm 0.009907 \
    finalCriticalPeriod_ps 1117 \
    worst_slack_ps -117.2 \
    xor_share 0 \
    crit_required_ps 800 \
    fmax_mhz 895.1 \
    logic_family "simple AND/OR/NAND/NOR gates" \
    critPathTopFamily "flip-flops" \
    gp_congestion 0.7575 \
    finalHoldViolCount 0 \
    place_hpwl_microns 16330 \
    crit_chain "buf_6" \
    synth-warning-count 1 \
    end_kind "output pin" \
    grt_max_degree 26 \
    die_x_microns 218 \
    htreeDepth 4 \
    dr.pass1.iters 3 \
]
-- per-stage QoR --
step                utilization  power [mW]
floorplan                     -       8.937
global placement         0.2629       10.70
detailed placement       0.2629       10.71
CTS                      0.2537       17.03
global route             0.2557       17.48
finish                   0.2557       16.66
-- cell families (layout without fill, tap and decap cells) --
family / after synthesis / in the layout
AND/OR/NAND/NOR: 197 / 197
other: 0 / 1
flip-flops: 197 / 197
buffers and inverters: 22 / 442
-- per-layer routing --
| metal | part of all wire | vias up | global-route usage |
|---|---|---|---|
| met5 | 0.00035 | - | 0 |
| met4 | 0.014 | 2 | 0.01041 |
| met3 | 0.15 | 15 | 0.05370 |
| met2 | 0.44 | 269 | 0.1246 |
| met1 | 0.39 | 1872 | 0.08988 |
| li1 | - | 2057 | - |
-- path summary, 6_finish.rpt --
path,from,endpoint,slack [ps],depth (start not counted)
worst max-delay path,MEM_ALURes[13],MEM_ALURes[13],-120,1
worst min-delay path,rst,MEM_ReadData2[25],110,2
-- cell usage after synthesis --
master / number
buf_8: 1
nor2b_1: 97
buf_2: 6
nor2b_2: 100
buf_6: 15
dfxtp_1: 197
-- layout make-up --
class                           count  area, sq um
Multi-Input combinational cell    197         1483
Tap cell                          518        648.1
Sequential cell                   197         3996
Timing Repair Buffer              410         3216
Clock inverter                     11        91.34
Fill cell                        4143        28830
Clock buffer                       21        470.5
Antenna cell                        1        2.502
-- sequential cells by signal (all words and copies together) (netlist names) --
name and cells:
MEM_Zero 1, MEM_BranchTarget 64, M_out 2, MEM_ALURes 64, WB_out 2, MEM_ReadData2 64
-- where the power goes --
| group | switching [mW] | internal, mW | total [mW] |
|---|---|---|---|
| Sequential | 0.102 | 8.28 | 8.38 |
| Combinational | 0.476 | 1.27 | 1.74 |
| Clock | 3.12 | 3.43 | 6.54 |
| Total | 3.69 | 13.0 | 16.7 |
Power figures rest on the tool's default switching activity, not on a simulated workload.
